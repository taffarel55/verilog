--- design/flow/config.mk ---
export PLATFORM = sky130hd
export DESIGN_NAME = alarm
export DESIGN_NICKNAME = alarm
export VERILOG_FILES = /design/flow/design.v
export SDC_FILE = /design/flow/constraint.sdc
export NUM_CORES = 4
export LEC_CHECK = 1
export CORE_AREA = 10 10 70 70
export DIE_AREA = 0 0 80 80
--- design/flow/constraint.sdc ---
current_design alarm

set clk_period 2.2
set clk_io_pct 0.2

create_clock -name clk0 -period $clk_period [get_ports {clk}]

set non_clock_inputs [all_inputs -no_clocks]
set_input_delay [expr $clk_period * $clk_io_pct] -clock clk0 $non_clock_inputs
set_output_delay [expr $clk_period * $clk_io_pct] -clock clk0 [all_outputs]
--- design/flow/design.v ---
module alarm (clk, rst, remote, sensors, siren);
  input clk, rst, remote, sensors;
  output reg siren;
  reg [2:0] state;
  parameter a   = 3'b000,
            at  = 3'b001,
            b   = 3'b010,
            bt  = 3'b011,
            c   = 3'b100;
  initial 
  begin
    state <= a;
  end
  always @(negedge clk, negedge rst) 
  begin
    if(rst == 1'b0) state <=a;
    else begin
      case(state)
        a:begin
          if (remote == 1'b0) state <= a;
          else state <= at;
        end
        at:
        begin
          if(remote == 1'b1) state <= at;
          else state <= b;
        end
        b:
        begin
          if(sensors == 1'b1) state <= c;
          else if(remote == 1'b1) state <= bt;
          else state <= b;
        end
        bt:
        begin
          if(remote == 1'b1) state <= bt;
          else state <= a;
        end
        c:
        begin
          if(remote == 1'b0) state <= c;
          else state <= bt;
        end
      endcase
    end
  end
  always @(state) begin
    case(state)
      a:  siren = 1'b0;
      at: siren = 1'b0;
      b:  siren = 1'b0;
      bt: siren = 1'b0;
      c:  siren = 1'b1;
    endcase
  end
endmodule
--- design/flow/run.sh ---
#!/bin/bash
# OpenROAD 26Q1-2900-gdf79404cd8, Yosys 0.63+post, stock flow scripts
make -C /OpenROAD-flow-scripts/flow DESIGN_CONFIG=/design/flow/config.mk WORK_HOME=/design/flow/orfs finish
==> flow_summary.yaml <==
# flow metrics
placement:
  place_congestion: 0.638
  dpl_cell_area_um2: 284
  dp_cells: 69
  io_buffers: 4
  dpl.hpwl_um: 320
floorplan:
  core_region_area_um2: 3420
  die_x_um: 80
  fp-utilization_pct: 5.60
  dieArea_um2: 6400
  die-height_um: 80
  placementRows: 21
  io_pins: 5
route:
  drtIter0Drc: 1
  wl_met2_um: 149
  wl_met1_um: 182
  top_layer: "met3"
  drtPass1Iterations: 2
  remaining_drc_errors: 0
  wirelength_um: 429
  vias: 157
  ant_nets: 0
  diodes: 0
  vias_per_cell: 2.15
  wl_met3_um: 97
  wl_per_cell_um: 5.88
final_layout:
  fin_cells: 73
  final_util_pct: 9.01
  final_cell_area_um2: 308
  drive_above_1_share_pct: 18.5
  syn_to_final_growth_pct: 60.8
  n_fill_cell: 404
pwr:
  total_leakage_power_nw: 0.113
  finalPower_w: 0.000313
  peakVddDrop_v: 0.000181
  power_density_nw_per_um2: 1020
flow_run:
  tool_warnings: 25
  cap_violations: 0
global_route:
  grt_start_max_net_pins: 10
  groute.usage.overall_pct: 1.44
  first_global_vias: 162
  gr-total-overflow: 0
  grt_pass1_wl_um: 683
  antenna_found_initial: 0
sta:
  unclocked_regs: 1
  setup_viol: 0
  untimed_endpoints: 2
  tightest_slew_ns: 0.288
  slew_viol_final: 0
  hold_violations: 0
  maxSlewHeadroom_pct: 80.6
  rsz0062_at_grt: "no"
  finalClockSkew_ns: 0.00180
synthesis:
  simple_gate_area_share_pct: 13.1
  netlist_instances: 20
  ys_sh_aoi_pct: 29.4
  ys_cells: 20
  avgSynthCellArea_um2: 9.57
  fa_ha_area_share_pct: 0
  synthMuxAreaShare_pct: 5.88
  xor_share_pct: 0
  yosys-stat-area_um2: 191
  top_logic_kind: "AND-OR/OR-AND gates"
  synth_area_um2: 191
  ys.warnings.count: 1
  synth-seq-cells: 4
  yosysUniqueCellTypes: 15
cts:
  cts_inserted_buffers: 3
  ctsHoldBuffers: 0
  clock-root-buffer: "clkbuf_4"
  cts.clk_slew.worst_paths_ns: 0.03
  clk_latency_ns: 0.24
  h-tree-depth: 1
  clock_path_buffers: 2
  post_cts_buffers: 0
  cts_tree: "built"
min_path:
  hold_class: "reg -> reg"
  hold-path-cell-count: 3
critical_path:
  crit_path_start_kind: "primary input"
  cp.arrival_ns: 0.99
  rr_worst_depth: 3
  crit_chain: "dlygate4sd2_1 -> a22oi_2 -> o41ai_1"
  worstSetupEndpointType: "flip-flop"
  cp_slowest_stage_delay_ns: 0.29
  cp.required_ns: 1.18
  critPathSlowestCell: "dlygate4sd2_1"
  cp_max_fo: 5
  crit_type: "in -> reg"
outcome:
  status: "finished, final reports clean"
synth_stat cells:
master    instances  area, um^2
mux2_2            1        11.3
dfrtn_1           3        75.1
clkbuf_2          1        5.00
a21oi_1           2        10.0
nand2_1           2        7.51
nor3b_1           1        7.51
o41ai_1           1        8.76
a22oi_2           1        12.5
o21bai_1          1        7.51
o21a_1            1        7.51
dlxtn_1           1        15.0
o21ai_0           2        10.0
nor2_1            1        3.75
nand2b_1          1        6.26
inv_1             1        3.75
per-stage QoR:
| stage | hold WS (ns) | setup WS [ns] | setup TNS, ns |
|---|---|---|---|
| 2_1_floorplan | 0.481 | 0.258 | 0 |
| 3_3_place_gp | 0.521 | -0.298 | -0.826 |
| 3_5_place_dp | 0.545 | -0.322 | -0.885 |
| 4_1_cts | 0.544 | 0.203 | 0 |
| 5_1_grt | 0.590 | 0.130 | 0 |
| 6_report | 0.545 | 0.191 | 0 |
worst max-delay path, delay by kind of cell:
family	cells	cell delay, ns
AND-OR/OR-AND	2	0.26
buffers and inverters	1	0.29
where the power goes:
part | internal [W] | leakage (nW) | switching, W
clock network | 0.0000679 | 0.0150 | 0.0000272
logic | 0.0000564 | 0.0535 | 0.0000349
registers | 0.0000871 | 0.0446 | 0.0000397
total | 0.000211 | 0.113 | 0.000102
sequential cells by signal, summed over array words and instances, names as in the netlist:
register  cells
siren         1
state         3
cell usage in the layout, fill, tap and decap left out:
cell type and n:
clkbuf_4 3, dfrtn_1 3, a21oi_1 2, o21ai_0 2, nand2_1 2, dlygate4sd2_1 2, clkdlybuf4s50_1 2, nor3b_1 1
o21a_1 1, inv_1 1, nand2b_1 1, nor2_1 1, mux2_2 1, o21bai_1 1, a22oi_2 1, o41ai_1 1
clkbuf_1 1, dlxtn_1 1
what timing repair did:
| action | 4_1_cts | 5_1_grt |
|---|---|---|
| endpoints found under the hold margin | 0 | 0 |
| resized | 2 | 0 |
| setup endpoints to repair | 2 | 0 |
metal layers:
metal / vias to the layer above / track usage, %
met2: 5 / 1.28
met5: - / 0
met1: 66 / 1.60
met4: 0 / 0.880
li1: 86 / -
met3: 0 / 1.93
cell type report:
class	instances	area, um^2	area share (%)
Clock buffer	4	26.3	8.54
Sequential cell	4	90.1	29.3
Tap cell	46	57.6	18.7
Inverter	1	3.75	1.22
Timing Repair Buffer	4	37.5	12.2
Multi-Input combinational cell	14	92.6	30.1
final timing paths:
path,endpoint,slack [ns],start
worst max register to register,state[1],0.91,state[0]
worst min register to register,state[0],0.54,state[1]
max in group asynchronous,state[0],0.66,rst
worst max-delay path,state[1],0.19,remote
worst min-delay path,state[0],0.54,state[1]
min in group asynchronous,state[2],1.37,rst
logic make-up (layout without fill, tap and decap cells):
group / count (synthesis) / after routing
AND-OR/OR-AND: 8 / 8
flip-flops: 3 / 3
multiplexers: 1 / 1
buffers and inverters: 2 / 9
latches: 1 / 1
AND/OR/NAND/NOR: 5 / 5
No activity file was given, so power comes from the tool's default toggle rates.
