## ./run.sh

```bash
#!/bin/bash
# OpenROAD 26Q1-2900-gdf79404cd8, Yosys 0.63+post, stock flow scripts
make -C /OpenROAD-flow-scripts/flow DESIGN_CONFIG=/design/flow/config.mk WORK_HOME=/design/flow/orfs finish
```

## ./config.mk

```make
export PLATFORM = sky130hd
export DESIGN_NAME = counter
export DESIGN_NICKNAME = counter
export VERILOG_FILES = /design/flow/design.v
export SDC_FILE = /design/flow/constraint.sdc
export NUM_CORES = 4
export LEC_CHECK = 1
export CORE_AREA = 10 10 70 70
export DIE_AREA = 0 0 80 80
```

## ./constraint.sdc

```tcl
current_design counter

set clk_period 1.0
set clk_io_pct 0.2

create_clock -name clk0 -period $clk_period [get_ports {clk}]

set non_clock_inputs [all_inputs -no_clocks]
set_input_delay [expr $clk_period * $clk_io_pct] -clock clk0 $non_clock_inputs
set_output_delay [expr $clk_period * $clk_io_pct] -clock clk0 [all_outputs]
```

## ./design.v

```verilog
module counter(
  input wire clk,
  input wire u,
  input wire SS,
  output reg [3:0] cnt
);
  reg [3:0] ant;
  always @(posedge clk) begin
    if (SS) begin
      if (u == 1'b0) begin
        if (cnt == 4'b1001) begin
          ant <= 4'b0000;  
        end else begin
          ant <= cnt + 1;  
        end
      end else begin
        if (cnt == 4'b0000) begin
          ant <= 4'b1001;  
        end else begin
          ant <= cnt - 1;  
        end
      end
    end else begin
      ant <= cnt;  
    end
  end
  always @(posedge clk or posedge SS) begin
    if (SS) begin
      cnt <= ant;  
    end
  end
endmodule
```

==> results_slide.txt <==
Synthesis and Place & Route Summary

Run status
  – Status: finished clean

Clock network
  – Clock Path Buffers: 2
  – Root buf cell: clkbuf_4
  – CTS resizes: 2
  – Postcts setup bufs: 0
  – H-tree Lvls: 1
  – Hold-fix buffers at CTS: 0
  – TritonCTS buffer count: 3
  – Clk pin slew, worst setup/hold paths: around 0.040 ns
  – CTS tree: built

Placed design
  – GPL Wtd Cong: 0.787
  – Port bufs: 6
  – Placed cell area: 445 sq um

Power and ir drop
  – VDD IR max: 0.359 mV
  – Sequential power share: 43.1%
  – Int Power: 0.368 mW
  – Sw Share: 25.2%
  – Total power: 0.491 mW
  – Switching power: 0.124 mW
  – Power share of the combinational group: roughly 15%
  – Clk pwr share: 42.2%
  – Cell Pwr Density: 1070 nW/um^2
  – LEAKAGE: 0.182 nW

Drt
  – Vias per inst: 3.24
  – Number of DRC markers in iteration 0: 14
  – Routed len/inst: between 8 and 9 um
  – DRC: 0
  – Drt pass-1 iters: 2
  – ANT cells: 0
  – Antenna Violating Nets Remaining: 0
  – Routed vias: 295
  – Post-Route WL: 788 um

Global routing
  – Largest net degree at the start of global routing: 13
  – GRT Residual Overflow: 0
  – Total track usage: 2.62%
  – First-pass GRT wire length: 1.36 mm
  – Vias in the first global route: ~280
  – Antenna violations before repair: 0

Floorplanning
  – Core area: 3420 sq um
  – Chip Width: 80 um
  – Initial Utilization: slightly above 10%
  – Die area: ~6400 sq um
  – Die Ht: 80 um
  – I/O Pins: 7
  – Number of core rows: 21

Layout
  – Most frequent cells in the layout: o21ai_0, dfxtp_1, dlxtp_1, clkdlybuf4s50_1
  – Share of cells above drive strength 1: 13.3%
  – Syn-to-layout area delta: 30.2%
  – Comb area: 169 sq um
  – Reg area: 140 sq um
  – Fin util: 13.4%
  – Fillers: 399
  – Design area: 458 sq um

Final timing
  – Max-Slew Margin vs Limit: 73.9%
  – Actual slew at the worst max-slew pin: 0.392 ns
  – Final worst-path cycle share: 78.6%
  – Pins Over Slew Limit: 0
  – Endpoints left unconstrained: 8
  – Fin crit period: 0.786 ns
  – Max Clk Rate: 1270 MHz
  – Final setup viols: 0
  – Register pins left without a clock: 4
  – RSZ-0062 raised after global routing: no
  – Final hold vios: 0

Synthesis
  – Mapped Cells: 39
  – Yosys stat area: 352 sq um
  – Average cell area after synthesis: 9.02 sq um
  – Synth Warn #: 2
  – Netlist Area Pre-Place: 352 sq um
  – Registers, synthesis: 8
  – Synth cell types: 23
  – Ys cells: 39

Min path
  – Min-delay worst type: input port to flip-flop

Worst setup path
  – CP Data Required Time: 1.10 ns
  – Worst path arrival time: between 0.8 and 0.9 ns
  – Crit Path Max Fanout: 11
  – Kind of critical path: input port to flip-flop
  – CP Capture Type: flip-flop
  – Critical path startpoint category: input port

Job
  – Log Warnings: 25
  – Max Cap Viol: 0
-- per-stage QoR --
stage	TNS, ns	hold WS (ns)	setup slack, ns	cells
3_5_place_dp	-1.61	1.03	-0.502	88
2_1_floorplan	0	0.469	0.117	39
5_1_grt	0	0.362	0.110	91
3_3_place_gp	-1.54	1.03	-0.469	88
4_1_cts	0	0.528	0.0200	91
6_report	0	0.349	0.214	91
-- path summary, 6_finish.rpt --
kind | cells after the start | slack, ns | to | start
max | 4 | 0.21 | ant[2]$_DFF_P_ | u
min | 3 | 0.35 | ant[3]$_DFF_P_ | SS
-- cells by family after synthesis --
logic type / after synthesis / share of synthesized area (%)
xor+xnor: 3 / 7.47
simple gates: 9 / 17.8
buf+inv: 7 / 12.1
compound gates: 12 / 22.8
latches: 4 / 17.1
flops: 4 / 22.8
-- flip-flops by register name, summed over array words and instances, names as in the netlist --
name and cells:
cnt 4, ant 4
-- worst max-delay path, cell delays in order --
cell and delay [ns]:
clkbuf_2 0.16, or2b_1 0.24, a21oi_1 0.14, o221ai_1 0.13
-- layer usage --
layer  GRT usage [%]  vias up  part of all wire (%)
met5               0        -                     0
met2            3.21       10                    37
met4           0.880        0                   4.3
met1            3.80      133                    53
met3            1.25        2                   5.8
li1                -      150                     -
-- power groups by stage --
stage	combinational, mW	sequential (mW)	clock [mW]
after CTS	0.0746	0.212	0.214
after global routing	0.0841	0.215	0.231
final	0.0724	0.211	0.207
-- area by class of cell --
type | count | area share (%)
clock buffer | 3 | 4.92
timing repair buffer | 7 | 12.6
tap | 46 | 12.6
multi-input combinational | 24 | 36.9
sequential | 8 | 30.6
inverter | 3 | 2.46
-- synth_stat cells (all sizes together) --
| cell | count | share of area (%) |
|---|---|---|
| buf | 4 | 8.9 |
| dfxtp | 4 | 23 |
| dlxtp | 4 | 17 |
| o21ai | 4 | 5.7 |
| a21oi | 3 | 4.3 |
| inv | 3 | 3.2 |
| nor2b | 2 | 3.6 |
| xor2 | 2 | 5.0 |
| a22o | 1 | 2.5 |
| a31o | 1 | 2.5 |
| a41o | 1 | 2.8 |
| and4bb | 1 | 3.6 |
| nand2 | 1 | 1.1 |
| nand2b | 1 | 1.8 |
| nand4 | 1 | 1.8 |
| nand4b | 1 | 2.5 |
| nor3 | 1 | 1.4 |
| o2111ai | 1 | 2.5 |
| o221ai | 1 | 2.5 |
| or2b | 1 | 2.1 |
| xnor2 | 1 | 2.5 |
Power and IR drop assume default switching activity.
